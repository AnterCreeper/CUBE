==> flow/design.v <==
parameter WDEPTH = 256;
parameter WDSIZE = 32;
parameter RDEPTH = 256;
parameter RDSIZE = 32;
parameter ASIZE = 8;
parameter RASIZE = 8;
module spi_phy(
    input clk,
    input rst,
    input[7:0] div,
    input wr,
    input[7:0] wr_data,
    output reg rd,
    output reg[7:0] rd_data,
    output spi_clk,
    output reg spi_mosi,
    input spi_miso
);
reg en;
reg cke;
reg rs;
reg[7:0] tx;
reg[7:0] rx;
reg pclk;
reg[7:0] pclk_cnt;
always @(posedge clk or negedge en)
begin
    if (!en)
    begin
        pclk_cnt <= 0;
        pclk <= 0;
    end else
    begin
        if (pclk_cnt != div)
            pclk_cnt <= pclk_cnt + 1;
        else
        begin
            pclk_cnt <= 0;
            pclk <= ~pclk;
        end
    end
end
always @(posedge clk or posedge rst)
begin
    if (rst) begin
        en <= 0;
        tx <= 0;
    end else
    if (rs) begin
        en <= 0;
        rd <= 1;
        rd_data <= {rx[0], rx[1], rx[2], rx[3],
                rx[4], rx[5], rx[6], rx[7]};
        tx <= 0;
    end else 
    begin
        rd <= 0;
        rd_data <= 0;
        if (wr) 
        begin
            en <= 1;
            tx <= {wr_data[0], wr_data[1], wr_data[2], wr_data[3],
                wr_data[4], wr_data[5], wr_data[6], wr_data[7]};
        end
    end
end
reg[3:0] counter;
assign spi_clk = cke ? pclk : 0;
always @(negedge pclk or negedge en)
begin
    if (!en)
    begin
        cke <= 0;
        rs <= 0;
        spi_mosi <= 1'b1;
    end else
    begin
        cke <= 1;
        if (counter == 8) begin
            rs <= 1;
        end else
        begin
            spi_mosi <= tx[counter];
        end
    end
end
always @(posedge pclk or negedge en)
begin
    if (!en)
    begin
        rx <= 0;
        counter <= 4'hf;
    end else
    begin
        rx[counter] <= spi_miso;
        counter <= counter + 1;
    end
end
endmodule
module rom(
    input[11:0] addr,
    output reg[15:0] inst
);
always @(*)
begin
    case(addr)
    12'h00: inst <= {12'h00a, 4'h3};
    12'h01: inst <= {12'h0ff, 4'h4};   
    12'h02: inst <= {12'hfff, 4'h2};
    12'h03: inst <= {12'h001, 4'h0};  
    12'h04: inst <= {12'h000, 4'h9};
    12'h05: inst <= {12'h040, 4'h4};
    12'h06: inst <= {12'h000, 4'h4};
    12'h07: inst <= {12'h000, 4'h4};
    12'h08: inst <= {12'h000, 4'h4};
    12'h09: inst <= {12'h000, 4'h4};
    12'h0a: inst <= {12'h095, 4'h4};
    12'h0b: inst <= {12'h000, 4'h7};   
    12'h0c: inst <= {12'hfff, 4'h2};
    12'h0d: inst <= {12'h00b, 4'h0};  
    12'h0e: inst <= {12'h000, 4'h9};
    12'h0f: inst <= {12'h0ff, 4'h4};
    12'h10: inst <= {12'h000, 4'h9};
    12'h11: inst <= {12'h048, 4'h4};
    12'h12: inst <= {12'h000, 4'h4};
    12'h13: inst <= {12'h000, 4'h4};
    12'h14: inst <= {12'h001, 4'h4};
    12'h15: inst <= {12'h0aa, 4'h4};
    12'h16: inst <= {12'h087, 4'h4};
    12'h17: inst <= {12'h000, 4'h7};   
    12'h18: inst <= {12'hfff, 4'h2};
    12'h19: inst <= {12'h017, 4'h0};  
    12'h1a: inst <= {12'h0ff, 4'h4};
    12'h1b: inst <= {12'h0ff, 4'h4};
    12'h1c: inst <= {12'h0ff, 4'h4};
    12'h1d: inst <= {12'h0ff, 4'h4};   
    12'h1e: inst <= {12'h000, 4'h9};
    12'h1f: inst <= {12'h0ff, 4'h4};
    12'h20: inst <= {12'h000, 4'h9};   
    12'h21: inst <= {12'h077, 4'h4};
    12'h22: inst <= {12'h000, 4'h4};
    12'h23: inst <= {12'h000, 4'h4};
    12'h24: inst <= {12'h000, 4'h4};
    12'h25: inst <= {12'h000, 4'h4};
    12'h26: inst <= {12'h065, 4'h4};
    12'h27: inst <= {12'h000, 4'h7};   
    12'h28: inst <= {12'hfff, 4'h2};
    12'h29: inst <= {12'h027, 4'h0};  
    12'h2a: inst <= {12'h000, 4'h9};
    12'h2b: inst <= {12'h0ff, 4'h4};
    12'h2c: inst <= {12'h000, 4'h9};
    12'h2d: inst <= {12'h069, 4'h4};
    12'h2e: inst <= {12'h040, 4'h4};
    12'h2f: inst <= {12'h000, 4'h4};
    12'h30: inst <= {12'h000, 4'h4};
    12'h31: inst <= {12'h000, 4'h4};
    12'h32: inst <= {12'h077, 4'h4};
    12'h33: inst <= {12'h000, 4'h7};   
    12'h34: inst <= {12'h033, 4'h1};   
    12'h35: inst <= {12'h0ff, 4'h4};
    12'h36: inst <= {12'h0ff, 4'h4};
    12'h37: inst <= {12'h0ff, 4'h4};
    12'h38: inst <= {12'h0ff, 4'h4};   
    12'h39: inst <= {12'h000, 4'h9};
    12'h3a: inst <= {12'h0ff, 4'h4};
    12'h3b: inst <= {12'h020, 4'h0};  
    12'h3c: inst <= {12'h000, 4'he};
    12'h3d: inst <= {12'h000 ,4'hf};   
    12'h3e: inst <= {12'h000 ,4'h9};
    12'h3f: inst <= {12'h051 ,4'h4};
    12'h40: inst <= {12'h000 ,4'hd};
    12'h41: inst <= {12'h000 ,4'h5};
    12'h42: inst <= {12'h001 ,4'hd};
    12'h43: inst <= {12'h000 ,4'h5};
    12'h44: inst <= {12'h002 ,4'hd};
    12'h45: inst <= {12'h000 ,4'h5};
    12'h46: inst <= {12'h003 ,4'hd};
    12'h47: inst <= {12'h000 ,4'h5};
    12'h48: inst <= {12'h0ff ,4'h4};
    12'h49: inst <= {12'h000 ,4'h7};   
    12'h4a: inst <= {12'h049 ,4'h0};  
    12'h4b: inst <= {12'h000 ,4'h7};   
    12'h4c: inst <= {12'h002 ,4'h2};
    12'h4d: inst <= {12'h04b ,4'h0};  
    12'h4e: inst <= {12'h200 ,4'h3};
    12'h4f: inst <= {12'hfff ,4'h2};  
    12'h50: inst <= {12'h000 ,4'h8};
    12'h51: inst <= {12'h04f ,4'h0};  
    12'h52: inst <= {12'h0ff ,4'h4};
    12'h53: inst <= {12'h0ff ,4'h4};
    12'h54: inst <= {12'h000 ,4'h9};
    12'h55: inst <= {12'h0ff ,4'h4};
    12'h56: inst <= {12'hfff ,4'h3};
    12'h57: inst <= {12'h03d ,4'h0};  
    default: 
            inst <= {12'h000 ,4'h2};
    endcase
end
endmodule
module sdhci(
    input clk,
    input rst,
    output reg fifo_write_request,
    output reg[31:0] fifo_write_data,
    input fifo_request_finish,
    input en,
    output reg busy,
    input issue,
    input[31:0] rd_blk_addr,
    output run,
    output reg spi_cs,
    output spi_clk,
    output spi_mosi,
    input spi_miso
);
reg[7:0] div;
reg tx;
reg[7:0] tx_data;
wire rx;
wire[7:0] rx_data;
spi_phy phy(
    .clk(clk),
    .rst(rst),
    .div(div),
    .wr(tx),
    .wr_data(tx_data),
    .rd(rx),
    .rd_data(rx_data),
    .spi_clk(spi_clk),
    .spi_mosi(spi_mosi),
    .spi_miso(spi_miso)
);
reg[1:0] fsm;
reg[11:0] pc;
wire[15:0] inst;
reg[7:0] B;
reg[11:0] A;
wire[11:0] imm;
wire[3:0] opcode;
assign imm = inst[15:4];
assign opcode = inst[3:0];
reg[2:0] ls_type;
reg[7:0] sr[7:0];
rom firmware0(
    .addr(pc),
    .inst(inst)
);
reg wr, wr_valid;
reg[8:0] wr_addr;
reg[7:0] wr_data;
always @(posedge clk)
begin
    if(!en)
    begin
        div <= 255;
        tx <= 0;
        tx_data <= 0;
        fsm <= 0;
        pc <= 0;
        A <= 0;
        B <= 0;
        ls_type <= 0;
        sr[0] <= 0;
        sr[1] <= 0;
        sr[2] <= 0;
        sr[3] <= 0;
        sr[4] <= 0;
        sr[5] <= 0;
        sr[6] <= 0;
        sr[7] <= 0;
        busy <= 1;
        wr <= 0;
        spi_cs <= 1'b1;
    end else
    if(!busy)
    begin
        wr <= 0;
        if(issue) 
        begin
            sr[0] <= rd_blk_addr[31:24];
            sr[1] <= rd_blk_addr[23:16];
            sr[2] <= rd_blk_addr[15:8];
            sr[3] <= rd_blk_addr[7:0];
            busy <= 1;
        end
    end else
    begin
        if (fsm == 0)
        begin
            wr <= 0;
            case(opcode)
            4'h0: if (A != 0) pc <= imm; else pc <= pc + 1;
            4'h1:  if (A[11])  pc <= imm; else pc <= pc + 1;
            4'h2: begin A <= A + imm; pc <= pc + 1; end
            4'h3: begin A <= imm; pc <= pc + 1; end
            4'h4:  begin fsm <= 1; ls_type <= 3'b000; end
            4'h5:  begin fsm <= 1; ls_type <= 3'b001; end
            4'h6:  begin fsm <= 1; ls_type <= 3'b010; end
            4'h7:  begin fsm <= 1; ls_type <= 3'b101; end
            4'h8:  begin fsm <= 1; ls_type <= 3'b110; end
            4'h9:  begin spi_cs <= ~spi_cs; pc <= pc + 1; end
            4'ha: begin A <= A | imm; pc <= pc + 1; end
            4'hb: begin A <= A & (~imm); pc <= pc + 1; end
            4'hc: begin sr[imm] <= A; pc <= pc + 1; end
            4'hd: begin A <= sr[imm]; pc <= pc + 1; end
            4'he: begin div <= 1; pc <= pc + 1; end
            4'hf: begin busy <= 0; pc <= pc + 1; end
            endcase
        end else
        begin
            case(fsm)
            1:  
            begin
                fsm <= 2;
                tx <= 1;
                case(ls_type[2:0])
                3'b000: tx_data <= imm[7:0];
                3'b001: tx_data <= A[7:0];
                default: tx_data <= 8'hFF;
                endcase
            end
            2:  
            begin
                tx <= 0;
                tx_data <= 0;
                if (rx)
                begin
                    fsm <= 3;
                    B <= rx_data;
                end
            end
            3:  
            begin
                case(ls_type[2:0])
                3'b101:
                begin
                    fsm <= 0;
                    pc <= pc + 1; 
                    A <= {{4{B[7]}}, B};
                end
                3'b110:
                begin
                    if(wr_valid)
                    begin
                        fsm <= 0;
                        pc <= pc + 1; 
                        wr <= 1;
                        wr_addr <= ~A;
                        wr_data <= B;
                    end
                end
                default:
                begin
                    fsm <= 0;
                    pc <= pc + 1; 
                end
                endcase
            end
            endcase
        end
    end
end
assign run = wr_valid && busy; 
reg[31:0] cache_data;
always @(posedge clk or posedge rst)
begin
    if(rst)
    begin
        wr_valid <= 1;
        fifo_write_request <= 0;
    end else
    if(!wr_valid)
    begin
        if(fifo_request_finish)
        begin
            fifo_write_request <= 0;
            wr_valid <= 1;
        end else
        begin
            fifo_write_request <= 1;
            fifo_write_data <= cache_data;
        end
    end else
    if(wr)
    begin
        cache_data[wr_addr[1:0]*8+:8] <= wr_data;
        if(wr_addr[1:0] == 2'b11) wr_valid <= 0;
    end
end
endmodule
==> flow/run.sh <==
#!/bin/bash
# OpenROAD 26Q1-2900-gdf79404cd8, Yosys 0.63+post, stock flow scripts
make -C /OpenROAD-flow-scripts/flow DESIGN_CONFIG=/design/flow/config.mk WORK_HOME=/design/flow/orfs finish
==> flow/config.mk <==
export PLATFORM = sky130hd
export DESIGN_NAME = sdhci
export DESIGN_NICKNAME = sdhci
export VERILOG_FILES = /design/flow/design.v
export SDC_FILE = /design/flow/constraint.sdc
export NUM_CORES = 4
export LEC_CHECK = 1
export CORE_UTILIZATION = 50
==> flow/constraint.sdc <==
current_design sdhci

set clk_period 1.0
set clk_io_pct 0.2

create_clock -name clk0 -period $clk_period [get_ports {clk}]

set non_clock_inputs [all_inputs -no_clocks]
set_input_delay [expr $clk_period * $clk_io_pct] -clock clk0 $non_clock_inputs
set_output_delay [expr $clk_period * $clk_io_pct] -clock clk0 [all_outputs]
==> notes.md <==
Physical implementation.

- Traced cell by cell, the critical path runs through or3_4 -> buf_6 -> a211oi_4 -> buf_6 -> a21oi_4 -> o21ai_2 -> mux2i_4 -> nand2_4 -> buf_6 -> inv_4 -> ha_4 -> or3_4 -> and4_1 -> a211oi_2 -> o21ai_2.
- The worst-margin pin slew is 0.913 ns.
- For met2 alone, demand over resource in global routing was 47.7%.
- The final count of negative-setup-slack endpoints is 346.
- The maximum clock frequency is 312 MHz.
- Global routing used 52.8% of the available met1 tracks.
- The critical path is of the register to register type.
- The post-place setup slack is -2.23 ns.
- The final reports fail on negative setup slack.
- In the synthesis report, Yosys lists the chip area as 13500 um2.
- The cell type with the highest occurrence count on the critical path is sky130_fd_sc_hd__buf_6.
- Dividing the detail-routed wire length by the instance count gives 20.1 um.
- The clock root buffer is sky130_fd_sc_hd__clkbuf_16.
- The leakage power of the design is 7.91 nW.
- Adding up every negative setup slack in the final design gives -353.69 ns.
- 24 endpoints have no timing constraint.
- After legalization and detailed placement, the total HPWL measured 31200 um.
- The final report gives the standard cell area, fillers excluded, as 19700 um2.
- The worst endpoint data arrival time is 3.62 ns.
- STA classifies the critical path startpoint as a register.
- The layout summary lists the proportion of cells stronger than drive strength 1 as 35.8%.
- The share of the Yosys chip area taken by registers is 49.2%.
- Global routing consumed, on the met3 layer, 8.30% of the routing resources.
- The run finished, with violations left.
- The global-route total usage across every layer is 32.8%.
- The timer found 15 register pins that no clock reaches; their paths are not timed.
- The max-slew check reports its worst relative slack as 39.0%.
- The critical path's slowest cell is sky130_fd_sc_hd__or3_4.
- The count of max-cap constraint violations is 0.
- The post-CTS hold buffer count recorded in the log is 0.
- The detailed-route via count is 12642.
- Setup repair after global routing could not meet its margin everywhere.
- For reference, the post-synthesis area per instance comes to 9.77 um2.
- After the first detailed-routing iteration, the DRC count stood at 963.
- The number of global-route vias before repair is 12230.
- The clock period minus worst slack is 3.20 ns.
- Relative to the synthesized area, the layout overhead comes to 45.8%.
- After its last routability iteration, the placer logged a weighted congestion of 0.987.
- TritonCTS built the clock tree.
- For this run, asynchronously set or reset flops after synthesis account for 14.1%.
- After global routing the overflow that remains totals 0.
- 76 I/O pins were placed.
- The mapped netlist covers 13500 um2.
- Warnings reported by Yosys during synthesis add up to 3.
- Dividing total power by cell area gives a power density of 3360 nW/um2.
- The number of antenna violations at the first check in global routing is 0.
- The via count normalized by instance count is 5.89.
- The startpoint of the worst-slack reg-to-reg timing path is pc[9]$_SDFFE_PN0N_.
- The class of the most critical hold timing path is input pin to async pin.
- The count of buffer and inverter cells on the critical path is 4.
- The worst-skew pair later-pin latency is 0.54 ns.
- The chip area is 27600 um2.
- The final cycle utilization of the critical path is 320%.
- Max-slew check failures listed in the final report amount to 0.
- Per STA, the worst path accumulates the most delay in the family simple AND/OR/NAND/NOR gates.
- The die outline width is 166 um.
- The startpoint of the most critical setup path is pc[9]$_SDFFE_PN0N_.
- Yosys mapped the design onto 94 distinct sky130hd cell types.
- STA classifies the critical path endpoint as a register.
- The number of antenna diodes in the final layout is 0.
- Per the OpenROAD floorplan log, the height of the die is 166 um.
- Looking at the VDD voltage map, the peak drop is 3.70 mV.
- In this run the tools logged warnings totalling 66.
- Per the post-CTS timing run, clock transition at the registers of the reported paths is 0.06 ns.
- The largest clock skew in the final design is 0.0135 ns.
- The first global-routing pass estimated 66800 um of wire.
- TritonRoute reported its final design rule violation total as 0.
- The global routing's busiest layer is met1.
- Entering global routing, the biggest net connects 36 pins.
- Per the OpenROAD floorplan log, the area of the core is 26300 um2.
- The final count of hold timing violations is 0.
- The deepest clock path buffer count is 3.
- The maximum single-stage delay on the critical path is 0.41 ns.
- The final layout report lists a filler cell count of 1691.
- The cell count after synthesis is 1381.
- The cell count listed in synth_stat.txt is 1381.
- The report lists the number of standard-cell rows as 59.
- The antenna violation net count after detailed routing is 0.
- According to the report, the first pass of detailed routing completed in 18 iterations.
- The number of clock buffers inserted by TritonCTS is 25.
- The starting density of the core is 51.3%.
- The smallest setup slack after layout is -2.20 ns.
- The number of enable flip-flop cells is 147.
- The post-synth register bit count is 249.
- The wire length recorded after detailed routing is 43200 um.
- The biggest fanout along the worst timing path is 8.
- The leading register cell type out of synthesis is sky130_fd_sc_hd__edfxtp_1.
- For the worst setup path, the data required time is 1.42 ns.
- Looking at the clock tree report, the H-tree level count equals 1.
- The total of buffers placed on input and output ports is 75.
- The instance area after placement is 17300 um2.
[through the flow]
step,total power [mW],util [%],cells,hold slack [ns]
after global routing,69.2,74.8,2148,0.126
after global placement,47.2,65.7,2053,0.252
final,66.0,74.8,2148,0.104
after CTS,59.7,71.0,2110,0.101
after detailed placement,47.0,65.7,2053,0.259
after floorplan,30.5,-,1381,0.162
[synthesized netlist by cell type, types with 9 or more instances]
cell type,number,area share [%]
sky130_fd_sc_hd__a211oi_1,11,0.61
sky130_fd_sc_hd__nor3_1,32,1.2
sky130_fd_sc_hd__a31oi_1,16,0.74
sky130_fd_sc_hd__a21oi_1,80,3.0
sky130_fd_sc_hd__o221ai_1,19,1.2
sky130_fd_sc_hd__nor2_1,98,2.7
sky130_fd_sc_hd__xor2_1,13,0.84
sky130_fd_sc_hd__a21o_1,10,0.56
sky130_fd_sc_hd__nand4_1,9,0.42
sky130_fd_sc_hd__dfrtp_1,27,5.0
sky130_fd_sc_hd__o22ai_1,16,0.74
sky130_fd_sc_hd__edfxtp_1,147,33
sky130_fd_sc_hd__nor4_1,19,0.88
sky130_fd_sc_hd__nand2_1,159,4.4
sky130_fd_sc_hd__o21ai_0,102,3.8
sky130_fd_sc_hd__inv_1,85,2.4
sky130_fd_sc_hd__xnor2_1,14,0.91
sky130_fd_sc_hd__and3_1,10,0.46
sky130_fd_sc_hd__ha_1,56,5.2
sky130_fd_sc_hd__o31ai_1,12,0.67
sky130_fd_sc_hd__a22oi_1,15,0.83
sky130_fd_sc_hd__buf_2,14,0.52
sky130_fd_sc_hd__mux2i_1,14,1.0
sky130_fd_sc_hd__nor2b_1,10,0.46
sky130_fd_sc_hd__dfxtp_1,67,9.9
sky130_fd_sc_hd__clkbuf_1,58,1.6
sky130_fd_sc_hd__nand3_1,46,1.7
sky130_fd_sc_hd__a22o_1,32,2.1
sky130_fd_sc_hd__o211ai_1,14,0.78
sky130_fd_sc_hd__and2_1,14,0.65
[final cells by class]
cell class	count	area, um2	area share, %
multi-input combinational	960	7270	37.0
sequential	249	6650	33.8
timing repair buffer	470	4100	20.9
clock buffer	30	644	3.28
tap	335	419	2.13
inverter	89	357	1.81
clock inverter	15	220	1.12
[layout by cell type (no fill, tap or decap), types with 14 or more instances in the layout]
cell type and n:
sky130_fd_sc_hd__a21oi_1 62, sky130_fd_sc_hd__a21oi_2 16, sky130_fd_sc_hd__a22o_1 32, sky130_fd_sc_hd__buf_4 325, sky130_fd_sc_hd__buf_6 54, sky130_fd_sc_hd__clkbuf_16 25, sky130_fd_sc_hd__clkdlybuf4s50_1 75, sky130_fd_sc_hd__dfrtp_1 27
sky130_fd_sc_hd__dfxtp_1 63, sky130_fd_sc_hd__edfxtp_1 147, sky130_fd_sc_hd__ha_1 43, sky130_fd_sc_hd__inv_1 74, sky130_fd_sc_hd__nand2_1 134, sky130_fd_sc_hd__nand2_2 18, sky130_fd_sc_hd__nand3_1 36, sky130_fd_sc_hd__nor2_1 91
sky130_fd_sc_hd__nor3_1 28, sky130_fd_sc_hd__nor4_1 19, sky130_fd_sc_hd__o211ai_1 14, sky130_fd_sc_hd__o21ai_0 72, sky130_fd_sc_hd__o21ai_1 20, sky130_fd_sc_hd__o221ai_1 14, sky130_fd_sc_hd__o22ai_1 14
[per-layer routing]
layer  vias up  share of wire, %
met5         -                 0
met4         0               1.8
met3        70               8.7
met2       579                45
met1      6056                45
li1       5937                 -
[flip-flops by register name, summed over array words and instances, names as in the netlist, 8 cells and up, named ones only]
signal	count
pc	12
A	12
phy.pclk_cnt	8
cache_data	32
tx_data	8
phy.tx	8
sr	64
phy.rd_data	8
fifo_write_data	32
wr_data	8
phy.rx	8
B	8
[power breakdown]
part           switching, mW  internal [mW]  leakage (nW)
Clock                   3.85           5.92         0.417
Sequential             0.755           11.2          2.41
Combinational           23.6           20.7          5.09
[path summary, 6_finish.rpt]
| path | end | slack (ns) | cells after the start |
|---|---|---|---|
| setup / recovery | register | -2.20 | 15 |
| hold / removal | fifo_write_request$_DFFE_PP0N_ | 0.10 | 3 |
| setup reg to reg | register | -2.20 | 15 |
| hold reg to reg | phy.pclk_cnt[3]$_DFF_PN0_ | 0.25 | 1 |
| max in group asynchronous | phy.pclk_cnt[1]$_DFF_PN0_ | 0.52 | 1 |
| min in group clk0 | sr[3][1]$_DFFE_PP_ | 0.34 | 2 |
[kinds of logic after synthesis]
kind of cell             count (synthesis)  synth area share (%)
flip-flops                             249                  49.2
buffers and inverters                  172                  5.19
AND/OR/NAND/NOR                        441                  15.6
multiplexers                            25                  2.37
adder cells (fa/ha/maj)                 57                  5.34
other                                    1                0.0278
XOR/XNOR                                27                  1.75
AND-OR/OR-AND                          409                  20.5
[worst min-delay path, delay by kind of cell]
family | cells | cell delay (ns)
buffers and inverters | 3 | 0.82
[repair_timing]
item,CTS,global route
setup buffers,16,44
gates resized,98,169
pin swaps,31,64
setup endpoints to repair,346,349
No activity file was given, so power comes from the tool's default toggle rates.
