==> flow/design.v <==
parameter WDEPTH = 256;
parameter WDSIZE = 32;
parameter RDEPTH = 256;
parameter RDSIZE = 32;
parameter ASIZE = 8;
parameter RASIZE = 8;
module usbfs_debug_uart_tx #(
    parameter CLK_DIV = 434,        
    parameter ASIZE   = 10          
) (
    input  wire       rstn,
    input  wire       clk,
    input  wire [7:0] tx_data,
    input  wire       tx_en,
    output wire       tx_rdy,
    output reg        o_uart_tx
);
initial o_uart_tx = 1'b1;
reg [7:0] buffer [(1<<ASIZE)-1 : 0];    
reg [7:0] rddata;
reg [ASIZE:0] wptr, rptr;
wire full  = (wptr == {~rptr[ASIZE], rptr[ASIZE-1:0]} );
wire empty = (wptr == rptr);
assign tx_rdy = ~full;
always @ (posedge clk or negedge rstn)
    if (~rstn) begin
        wptr <= 0;
    end else begin
        if (tx_en & ~full)
            wptr <= wptr + 1;
    end
always @ (posedge clk)
    if (tx_en & ~full)
        buffer[wptr[ASIZE-1:0]] <= tx_data;
always @ (posedge clk)
    rddata <= buffer[rptr[ASIZE-1:0]];
reg [31:0] cnt = 0;
reg [ 3:0] tx_cnt = 4'h0;
reg [ 7:0] tx_shift = 8'hFF;
always @ (posedge clk or negedge rstn)
    if (~rstn) begin
        rptr <= 0;
        cnt <= 0;
        tx_cnt <= 4'h0;
        tx_shift <= 8'hFF;
        o_uart_tx <= 1'b1;
    end else begin
        if (cnt < (CLK_DIV-1)) begin
            cnt <= cnt + 1;
        end else begin
            cnt <= 0;
            {tx_shift, o_uart_tx} <= {1'b1, tx_shift};
            if (tx_cnt != 4'h0) begin
                tx_cnt <= tx_cnt - 4'd1;
            end else if (~empty) begin
                rptr <= rptr + 1;
                tx_cnt <= 4'd11;
                tx_shift <= rddata;
                o_uart_tx <= 1'b0;
            end
        end
    end
endmodule
==> flow/run.sh <==
#!/bin/bash
# OpenROAD 26Q1-2900-gdf79404cd8, Yosys 0.63+post, stock flow scripts
make -C /OpenROAD-flow-scripts/flow DESIGN_CONFIG=/design/flow/config.mk WORK_HOME=/design/flow/orfs finish
==> flow/config.mk <==
export PLATFORM = sky130hd
export DESIGN_NAME = usbfs_debug_uart_tx
export DESIGN_NICKNAME = usbfs_debug_uart_tx
export VERILOG_FILES = /design/flow/design.v
export SDC_FILE = /design/flow/constraint.sdc
export NUM_CORES = 4
export LEC_CHECK = 1
export CORE_UTILIZATION = 30
==> flow/constraint.sdc <==
current_design usbfs_debug_uart_tx

set clk_period 150.1
set clk_io_pct 0.2

create_clock -name clk0 -period $clk_period [get_ports {clk}]

set non_clock_inputs [all_inputs -no_clocks]
set_input_delay [expr $clk_period * $clk_io_pct] -clock clk0 $non_clock_inputs
set_output_delay [expr $clk_period * $clk_io_pct] -clock clk0 [all_outputs]
==> Table 3: Implementation characteristics <==
Physical design parameters

Parameter                              Value

Run status
  Result of the run .................. finished clean

Yosys
  Top cells by area, synth .................. sky130_fd_sc_hd__edfxtp_1 74%, sky130_fd_sc_hd__mux4_2 11%, sky130_fd_sc_hd__mux2i_1 2.8%
  Mean instance size in the synthesized netlist .................. 20.4 um^2
  Yosys Instances .................. 4068
  Post-synth top area cell .................. sky130_fd_sc_hd__edfxtp_1
  Main logic family after synthesis .................. multiplexers
  Count of mapped cells out of synthesis .................. 4068
  Async SR Flop Fraction .................. under 10%
  Area share, top type .................. 74.3%
  Post-synth top flop .................. sky130_fd_sc_hd__edfxtp_1
  Post-synthesis share of cell area spent on and-or and or-and gates .................. about 3.3%
  Adder and majority cell fraction of the synthesized area .................. 0.121%
  Synthesized-area fraction occupied by xor and xnor cells .................. 0.338%
  Area fraction in mux cells .................. 14.7%
  Ys Warns .................. 1
  Register share after synthesis .................. 76.4%
  Unique cell types .................. 74
  Number of flops mapped to enable cells by yosys .................. 2048
  Register bit count reported by yosys .................. 2119
  Summed instance area of the synthesized netlist .................. 82800 um^2
  Basic-gate share of the synthesized area counting and, or, nand and nor cells .................. roughly 3%
  Chip area line of the yosys report .................. 82800 um^2

Global route
  Largest net degree at the start of global routing .................. 99
  Number of antenna violations at the first check in global routing .................. 6
  All-layer global routing usage .................. 18.1%
  Final global-route overflow total .................. 0
  Number of global-route vias before repair .................. around 46000
  Wire length of the first global-routing pass .................. 334000 um

Final layout
  Total area of sequential cells .................. 63300 um^2
  Share of cells above drive strength 1 .................. between 20% and 30%
  Combinational gate area .................. 18000 um^2
  Summed area of non-filler cells in the final layout .................. 94200 um^2
  Area growth from synthesis to layout .................. 13.7%
  Fill cell instance count of the final layout .................. 25113

Placement
  Instance area after placement .................. ~87000 um^2
  RePlAce Congestion .................. 0.959
  Count of port buffers added during placement .................. 12
  Hpwl dp .................. 146000 um

Pwr
  Sw Share .................. 31.6%
  Power after layout .................. 1650 uW
  Leak Pwr .................. 0.0293 uW
  Portion of total power attributed to combinational logic .................. 27.4%
  Relative contribution of sequential cells to total power .................. 40.8%
  Max IR drop VDD .................. between 0.01 and 0.015 mV
  Cell internal power dissipation .................. 1130 uW
  Power density of the placed cells .................. ~17 nW/um^2
  Clock power frac .................. 31.8%
  Switching Power .................. 520 uW

Route
  DR pass1 iterations .................. 5
  DRC marker count from the first detailed-route iteration .................. 3235
  Antenna Violating Nets Remaining .................. 0
  Via count .................. 41371
  Final wirelength .................. roughly 230000 um
  WL/cell .................. between 20 and 30 um
  Vias per std cell .................. 5.12
  Residual DRC count .................. 0

Worst setup path
  Largest driver fanout on the critical path .................. 33
  Critical Path End Type .................. output port
  Startpoint Class .................. register
  Worst Path Required .................. 120.08 ns
  Start-to-end type of the worst setup path .................. register to output port
  Worst Path Arrival .................. 3.37 ns

Timing
  FMAX .................. roughly 0.030 GHz
  Final worst path period share .................. 22.2%
  Final setup violation count .................. 0
  Max_slew headroom .................. 21.6%
  Max-slew violation count .................. 0
  Actual slew at the worst max-slew pin .................. 1.17 ns
  Shortest period the worst path allows .................. 33.39 ns
  Setup repair after global routing missed its margin .................. no
  Clock tree skew after final layout .................. 0.0930 ns
  Final Hold Viols .................. 0
  Setup Total Neg Slack .................. 0 ns
  Worst-case hold slack .................. between 0.4 and 0.5 ns

Floorplanning
  DIE HEIGHT .................. 527 um
  Share of the core filled by cells before placement .................. a little under a third
  Placeable core region .................. 274000 um^2
  Floorplan die width .................. 527 um
  Number of cell rows .................. 192
  Chip area .................. 278000 um^2
  Top Ports .................. 13

Run
  Stage-log warning count .................. 30
  Max_cap viols .................. 0

Clock tree
  Clock latency on the worst-skew pair .................. 0.89 ns
  Cell at the root of the clock tree .................. sky130_fd_sc_hd__clkbuf_16
  Number of clock sinks .................. 2119
  Clock tree from TritonCTS .................. done
  Number of buffers inserted during clock tree synthesis .................. approximately 200
  Number of hold-repair buffers added at the cts stage .................. 0
  Longest Clk Path Bufs .................. 3
  Clock slew at the register clock pins of the worst setup and hold paths .................. ~0.060 ns
  Buffers inserted during post-CTS setup optimization .................. 0
  Number of levels the H-tree was split into .................. 4
  Post-cts repair resize count .................. 0

Worst hold path
  Class of the tightest hold or removal check .................. register to register
[power groups by stage]
stage | Clock [uW] | Combinational (uW) | Sequential, uW
final | 524 | 451 | 672
after CTS | 532 | 447 | 672
after global routing | 555 | 472 | 673
[worst paths after layout]
| path | from | end | slack [ns] | cells past startpoint |
|---|---|---|---|---|
| min reg2reg | tx_shift[1] | tx_shift[1] | 0.48 | 2 |
| min | tx_shift[1] | tx_shift[1] | 0.48 | 2 |
| min in group asynchronous | rstn | cnt[2] | 29.15 | 1 |
| max reg2reg | rptr[0] | rddata[5] | 143.56 | 11 |
| max | rptr[0] | tx_rdy | 116.71 | 4 |
| max in group asynchronous | rstn | rptr[0] | 120.12 | 2 |
[per-layer routing]
layer	global-route usage [%]	vias up	wire length, um
met2	26.4	3035	107000
met5	1.97	-	665
met3	15.3	489	42600
met4	5.98	20	9630
met1	19.1	20781	73400
li1	-	17046	-
[worst max-delay path, stage by stage, from the launching register on]
cell,delay [ns]
sky130_fd_sc_hd__dfrtp_4,0.81
sky130_fd_sc_hd__xor2_1,0.17
sky130_fd_sc_hd__nor4_1,0.63
sky130_fd_sc_hd__nand3b_1,0.39
sky130_fd_sc_hd__clkdlybuf4s50_1,0.52
[final cells by class]
class	count	share of cell area (%)
sequential	2119	67.2
multi-input combinational	1715	19.1
clock buffer	255	5.73
tap	3686	4.90
clock inverter	133	1.62
timing repair buffer	158	1.37
inverter	11	0.0492
antenna	7	0.0186
[registers in the layout (all words and copies together) (netlist names)]
| register | count |
|---|---|
| buffer | 2048 |
| cnt | 32 |
| tx_cnt | 4 |
| wptr | 9 |
| rptr | 9 |
| tx_shift | 8 |
| rddata | 8 |
| o_uart_tx | 1 |
[per-stage QoR]
step	utilization [%]	worst slack (ns)	instances
after floorplan	-	118.51	4090
after global placement	31.8	116.94	7689
after detailed placement	31.8	116.93	7689
after CTS	34.4	116.64	8077
after global routing	34.4	116.60	8078
final	34.4	116.71	8084
[synthesized netlist by cell type (7+ instances only)]
cell and count:
sky130_fd_sc_hd__buf_6 32, sky130_fd_sc_hd__a211oi_1 11, sky130_fd_sc_hd__inv_1 9, sky130_fd_sc_hd__nand4_1 12, sky130_fd_sc_hd__xor2_1 18, sky130_fd_sc_hd__a21oi_1 87, sky130_fd_sc_hd__nand3_1 56, sky130_fd_sc_hd__mux2_2 23
sky130_fd_sc_hd__dfrtp_1 54, sky130_fd_sc_hd__dfstp_2 9, sky130_fd_sc_hd__o221ai_1 32, sky130_fd_sc_hd__buf_2 73, sky130_fd_sc_hd__xnor2_1 14, sky130_fd_sc_hd__a31oi_1 16, sky130_fd_sc_hd__nand2_1 127, sky130_fd_sc_hd__nor2b_1 16
sky130_fd_sc_hd__nand2b_1 7, sky130_fd_sc_hd__o21ai_0 44, sky130_fd_sc_hd__mux4_1 17, sky130_fd_sc_hd__o22ai_1 31, sky130_fd_sc_hd__buf_8 23, sky130_fd_sc_hd__mux2i_1 228, sky130_fd_sc_hd__edfxtp_1 2048, sky130_fd_sc_hd__dfxtp_1 8
sky130_fd_sc_hd__buf_4 12, sky130_fd_sc_hd__a221oi_1 23, sky130_fd_sc_hd__and2_1 11, sky130_fd_sc_hd__a22oi_1 84, sky130_fd_sc_hd__clkbuf_1 80, sky130_fd_sc_hd__nor4_1 12, sky130_fd_sc_hd__buf_1 10, sky130_fd_sc_hd__ha_1 8
sky130_fd_sc_hd__mux4_2 409, sky130_fd_sc_hd__nor3_1 18, sky130_fd_sc_hd__nor2_1 306
[layout by cell type (no fill, tap or decap), types with 12 or more instances in the layout]
master                      count
sky130_fd_sc_hd__conb_1        23
sky130_fd_sc_hd__xor2_1        18
sky130_fd_sc_hd__o221ai_1      32
sky130_fd_sc_hd__mux2i_1      228
sky130_fd_sc_hd__clkbuf_16    207
sky130_fd_sc_hd__nor2_1       302
sky130_fd_sc_hd__o21ai_0       44
sky130_fd_sc_hd__o22ai_1       31
sky130_fd_sc_hd__a22oi_1       84
sky130_fd_sc_hd__nor4_1        12
sky130_fd_sc_hd__nor3_1        18
sky130_fd_sc_hd__nand2_1      126
sky130_fd_sc_hd__mux2_2        23
sky130_fd_sc_hd__mux4_2       409
sky130_fd_sc_hd__bufinv_16     24
sky130_fd_sc_hd__clkinv_1      46
sky130_fd_sc_hd__mux4_1        17
sky130_fd_sc_hd__buf_4        143
sky130_fd_sc_hd__a21oi_1       87
sky130_fd_sc_hd__a221oi_1      23
sky130_fd_sc_hd__nand3_1       40
sky130_fd_sc_hd__clkbuf_8      12
sky130_fd_sc_hd__edfxtp_1    2048
sky130_fd_sc_hd__xnor2_1       14
sky130_fd_sc_hd__nand4_1       12
sky130_fd_sc_hd__clkbuf_1      44
sky130_fd_sc_hd__clkinv_2      35
sky130_fd_sc_hd__dfrtp_1       49
sky130_fd_sc_hd__a31oi_1       15
sky130_fd_sc_hd__nand3_2       16
[cell families after synthesis]
group	Yosys count
AND-OR/OR-AND	390
XOR/XNOR	32
adder cells (fa/ha/maj)	8
buffers and inverters	256
flip-flops	2119
multiplexers	677
other	1
AND/OR/NAND/NOR	585
Power is estimated from default activity; no workload was simulated.
